[./run.sh]
#!/bin/bash
# OpenROAD 26Q1-2900-gdf79404cd8, Yosys 0.63+post, stock flow scripts
make -C /OpenROAD-flow-scripts/flow DESIGN_CONFIG=/design/flow/config.mk WORK_HOME=/design/flow/orfs finish
[./config.mk]
export PLATFORM = sky130hd
export DESIGN_NAME = top_approx_mult_urbana
export DESIGN_NICKNAME = top_approx_mult_urbana
export VERILOG_FILES = /design/flow/design.v
export SDC_FILE = /design/flow/constraint.sdc
export NUM_CORES = 4
export LEC_CHECK = 1
export CORE_UTILIZATION = 40
[./constraint.sdc]
current_design top_approx_mult_urbana

set clk_period 13.2
set clk_io_pct 0.2

create_clock -name clk0 -period $clk_period [get_ports {CLK_100MHZ}]

set non_clock_inputs [all_inputs -no_clocks]
set_input_delay [expr $clk_period * $clk_io_pct] -clock clk0 $non_clock_inputs
set_output_delay [expr $clk_period * $clk_io_pct] -clock clk0 [all_outputs]
[./design.v]
`timescale 1ns / 1ps
module HA (
    input  a, b,
    output sum, carry
);
    assign sum   = a ^ b;
    assign carry = a & b;
endmodule
module FA (
    input  a, b, cin,
    output sum, carry
);
    assign sum   = a ^ b ^ cin;
    assign carry = (a & b) | (b & cin) | (a & cin);
endmodule
module EC (
    input  [4:1] x,
    input        cin,
    output       sum, carry, cout
);
    wire s1, c1;
    wire sum_t, carry_t;
    assign s1     = x[1] ^ x[2] ^ x[3];
    assign c1     = (x[1] & x[2]) | (x[2] & x[3]) | (x[1] & x[3]);
    assign sum_t   = s1 ^ x[4] ^ cin;
    assign carry_t = (s1 & x[4]) | (x[4] & cin) | (s1 & cin);
    assign sum   = sum_t;    
    assign carry = c1;       
    assign cout  = carry_t;  
endmodule
module ACMLC (
    input  [4:1] x,
    input        cin,
    output       sum, carry
);
    wire s1, c1;
    assign s1   = x[1] ^ x[2] ^ x[3];
    assign c1   = (x[1] & x[2]) | (x[2] & x[3]) | (x[1] & x[3]);
    assign sum   = s1 ^ x[4];                 
    assign carry = c1 | (x[4] & s1) | cin;    
endmodule
module CAC (
    input  [4:1] x,
    input        cin,
    output       sum, carry
);
    wire parity;
    assign parity = x[1] ^ x[2] ^ x[3] ^ x[4] ^ cin;
    assign sum = parity;
    assign carry = (x[1] & x[2]) |
                   (x[3] & x[4]) |
                   (cin & (x[1] | x[2] | x[3] | x[4]));
endmodule
module approx_mult_8bit (
    input  [7:0] a,
    input  [7:0] b,
    output [15:0] product
);
    wire pp[7:0][7:0];
    genvar i, j;
    generate
        for (i = 0; i < 8; i = i + 1) begin : ROW
            for (j = 0; j < 8; j = j + 1) begin : COL
                assign pp[i][j] = a[i] & b[j];
            end
        end
    endgenerate
    wire s4, c4;
    wire s5, c5;
    wire s6, c6;
    wire s7, c7;
    wire s8, c8;
    ACMLC ac4 (
        .x   ({pp[0][4], pp[1][3], pp[2][2], pp[3][1]}),
        .cin (1'b0),
        .sum (s4),
        .carry (c4)
    );
    ACMLC ac5 (
        .x   ({pp[0][5], pp[1][4], pp[2][3], pp[3][2]}),
        .cin (1'b0),
        .sum (s5),
        .carry (c5)
    );
    ACMLC ac6 (
        .x   ({pp[0][6], pp[1][5], pp[2][4], pp[3][3]}),
        .cin (1'b0),
        .sum (s6),
        .carry (c6)
    );
    ACMLC ac7 (
        .x   ({pp[0][7], pp[1][6], pp[2][5], pp[3][4]}),
        .cin (1'b0),
        .sum (s7),
        .carry (c7)
    );
    CAC ca8 (
        .x   ({pp[1][7], pp[2][6], pp[3][5], pp[4][4]}),
        .cin (1'b0),
        .sum (s8),
        .carry (c8)
    );
    reg [15:0] tmp;
    integer r, c_idx;
    always @* begin
        tmp = 16'd0;
        if (s4) tmp = tmp + (16'd1 << 4);
        if (c4) tmp = tmp + (16'd1 << 5);
        if (s5) tmp = tmp + (16'd1 << 5);
        if (c5) tmp = tmp + (16'd1 << 6);
        if (s6) tmp = tmp + (16'd1 << 6);
        if (c6) tmp = tmp + (16'd1 << 7);
        if (s7) tmp = tmp + (16'd1 << 7);
        if (c7) tmp = tmp + (16'd1 << 8);
        if (s8) tmp = tmp + (16'd1 << 8);
        if (c8) tmp = tmp + (16'd1 << 9);
        for (r = 0; r < 8; r = r + 1) begin
            for (c_idx = 0; c_idx < 8; c_idx = c_idx + 1) begin
                if ((r + c_idx) >= 4) begin
                    if (!(
                         (r==0 && c_idx==4) || (r==1 && c_idx==3) || (r==2 && c_idx==2) || (r==3 && c_idx==1) ||  
                         (r==0 && c_idx==5) || (r==1 && c_idx==4) || (r==2 && c_idx==3) || (r==3 && c_idx==2) ||  
                         (r==0 && c_idx==6) || (r==1 && c_idx==5) || (r==2 && c_idx==4) || (r==3 && c_idx==3) ||  
                         (r==0 && c_idx==7) || (r==1 && c_idx==6) || (r==2 && c_idx==5) || (r==3 && c_idx==4) ||  
                         (r==1 && c_idx==7) || (r==2 && c_idx==6) || (r==3 && c_idx==5) || (r==4 && c_idx==4)     
                        )) begin
                        if (pp[r][c_idx])
                            tmp = tmp + (16'd1 << (r + c_idx));
                    end
                end
            end
        end
    end
    assign product[3:0]   = 4'b0110;
    assign product[15:4]  = tmp[15:4];
endmodule
`timescale 1ns / 1ps
module top_approx_mult_urbana (
    input  wire        CLK_100MHZ,
    input  wire [15:0] SW,
    output reg  [15:0] LED
);
    wire [7:0] a;
    wire [7:0] b;
    wire [15:0] product_approx;
    assign a = SW[7:0];
    assign b = SW[15:8];
    approx_mult_8bit u_approx (
        .a      (a),
        .b      (b),
        .product(product_approx)
    );
    always @(posedge CLK_100MHZ) begin
        LED <= product_approx;
    end
endmodule
==> metrics.yaml <==
ant_nets: 0
grt_pass1_wl_um: 42730
drc_errors: 0
hpwl_um: 20410
antenna_found_initial: 2
fin_crit_ps: 17200
syn_area_sq_um: 8079
core_area_sq_um: 19650
num_antenna_cells: 0
tritoncts: "built"
critical-path-slowest-cell: "fa_1"
min_to: "LED[10]"
fp_util: 0.4111
yosys_cells: 1084
top_regs: "LED (12)"
grt.overflow.total: 0
synthMostInstantiatedCell: "nand2_1"
grt_pass1_vias: 8912
path_class: "in -> reg"
htree_levels: 1
wirelength_um: 26180
flop_cell: "dfxtp_1"
synth_area_per_cell_sq_um: 7.453
ys_area_sq_um: 8079
row_count: 51
ios: 33
hold_viol_final: 0
top_register: "LED"
cellLeakagePower_nw: 5.850
yosysUniqueCellTypes: 114
period_used_share: 1.303
hold_class: "in -> reg"
grt_max_degree: 29
slowest_delay_ps: 510
violations: "setup timing"
routed_via_density: 5.300
rsz0062_at_grt: "yes"
slew_viol_final: 0
endpoint_kind: "register"
setup_viol: 5
area_growth_pct: 61.95
total_power_mw: 4.037
die-area_sq_um: 20770
worstMarginPinSlew_ps: 659.9
clock_sinks: 12
slew_headroom: 0.5543
die_y_um: 144.1
netlist.area_leader.share: 0.08673
synthArstFlopShare: 0
drive_gt1_frac: 0.4666
vias: 9572
fmax_ghz: 0.05812
vdd_drop_max_v: 0.0002383
cts_buffer_depth: 2
drtPass1Iterations: 6
hold_start: "SW[11]"
die_w_um: 144.1
outcome: "complete, but fails checks"
crit_path_start_kind: "input pin"
synth-edff-count: 0
ys_seq_frac: 0.02974
path_max_fanout: 5
largest_reg_flops: 12
path_clk_slew_ps: 50
drtIter0Drc: 411
gp_congestion: 0.9667
cts-buffers-inserted: 3
top_cells_by_count: "nand2_1 (117), xnor2_1 (80), nor2_1 (76)"
critPathRequiredTime_ps: 13370
hold_depth: 4
pwr_density_cell_nw_per_um2: 308.6
yosysTopAreaCell: "xnor2_1"
warning_count: 30
max_cap_violations: 0
ys_ff: 12
worst_hold_slack_ps: 2881
portBuffers: 28
path_common_cell: "ha_4"
ys.warnings.count: 2
synth_cells: 1084
wire_per_inst_um: 14.50
area_leaders: "xnor2_1 (8.7%), ha_1 (7.1%), nand2_1 (5.4%), xnor3_1 (4.5%), nand3_1 (3.8%)"
grtUsageTotal: 0.2596
cp.arrival_ps: 17380
cts-root-buf: "clkbuf_16"
setup_ws_ps: -4005
worst max-delay path, delay by kind of cell:
kind / cells / cell delay (ps)
AOI/OAI and AO/OA: 14 / 2530
xor gates and xnor gates: 21 / 4430
adders and majority gates: 15 / 3570
buffers and inverters: 9 / 810
muxes: 2 / 470
and+or+nand+nor: 20 / 2920
repair_timing:
action,in CTS,in global routing
pin swaps,88,36
setup buffers,50,10
gates resized,104,32
hold buffers,0,0
setup endpoints to repair,6,5
gates cloned,0,0
area by class of cell:
class	count	area, sq um
Fill cell	1529	6570
Sequential cell	12	240.2
Inverter	26	107.6
Clock buffer	4	88.84
Tap cell	265	331.6
Timing Repair Buffer	507	3925
Multi-Input combinational cell	992	8391
how the worst max path moves through the flow:
stage         start      end  slack [ps]  cells after the start
CTS           SW[1]  LED[15]       -3730                     80
global route  SW[1]  LED[15]       -4770                     78
finish        SW[1]  LED[15]       -4000                     81
cells by family (layout without fill, tap and decap cells):
| group | after synthesis | count (layout) | synth area share |
|---|---|---|---|
| adder cells (fa/ha/maj) | 53 | 53 | 0.08611 |
| XOR/XNOR | 153 | 153 | 0.2270 |
| AND-OR/OR-AND | 251 | 251 | 0.2329 |
| flip-flops | 12 | 12 | 0.02974 |
| other | 2 | 4 | 0.0009296 |
| buffers and inverters | 82 | 537 | 0.04429 |
| multiplexers | 47 | 47 | 0.06412 |
| AND/OR/NAND/NOR | 484 | 484 | 0.3149 |
cells in the final DEF, fill, tap and decap left out, drive strengths merged, types with 26 or more instances in the layout:
cell	instances
and3	32
ha	46
xnor2	92
nor3	40
and2	46
nor2	78
inv	26
nand2	118
a21oi	43
o21ai	53
mux2i	28
xor2	38
buf	486
nand3	62
layer usage:
layer	vias up	track usage	wire (um)
li1	4937	-	-
met4	0	0.02912	310
met1	4411	0.3824	13180
met3	21	0.04518	1435
met5	-	0	0
met2	203	0.4096	11250
stage by stage:
stage          setup WS (ps)  cell area (sq um)  utilization  setup TNS, ps  std cells
4_1_cts                -3734              12860       0.6543          -9637       1796
6_report               -4005              13080       0.6657         -10760       1806
5_1_grt                -4772              13080       0.6657         -14090       1806
3_5_place_dp           -4989              12100       0.6159         -15490       1742
3_3_place_gp           -4688              12100       0.6159         -14080       1742
2_1_floorplan          -4493               8678            -         -12770       1086
report_power, final:
part | leakage [nW] | internal [mW] | switching, mW
clock network | 0.0442 | 0.0457 | 0.0160
registers | 0.101 | 0.0606 | 0.00455
logic | 5.70 | 2.27 | 1.64
No activity file was given, so power comes from the tool's default toggle rates.
